===== flow/design.v =====
module seg7x16(
    input clk,
	 input reset,
	 input cs,
	 input [31:0] i_data,
	 output [7:0] o_seg,
	 output [7:0] o_sel
    );
    reg [14:0] cnt;
	 always @ (posedge clk, posedge reset)
      if (reset)
        cnt <= 0;
      else
        cnt <= cnt + 1'b1;
    wire seg7_clk = cnt[14]; 
	 reg [2:0] seg7_addr;
	 always @ (posedge seg7_clk, posedge reset)
	   if(reset)
		  seg7_addr <= 0;
		else
		  seg7_addr <= seg7_addr + 1'b1;
	 reg [7:0] o_sel_r;
	 always @ (*)
	   case(seg7_addr)
		  7 : o_sel_r = 8'b01111111;
		  6 : o_sel_r = 8'b10111111;
		  5 : o_sel_r = 8'b11011111;
		  4 : o_sel_r = 8'b11101111;
		  3 : o_sel_r = 8'b11110111;
		  2 : o_sel_r = 8'b11111011;
		  1 : o_sel_r = 8'b11111101;
		  0 : o_sel_r = 8'b11111110;
		endcase
	 reg [31:0] i_data_store;
	 always @ (posedge clk, posedge reset)
	   if(reset)
		  i_data_store <= 0;
		else if(cs)
		  i_data_store <= i_data;
	 reg [7:0] seg_data_r;
	 always @ (*)
	   case(seg7_addr)
		  0 : seg_data_r = i_data_store[3:0];
		  1 : seg_data_r = i_data_store[7:4];
		  2 : seg_data_r = i_data_store[11:8];
		  3 : seg_data_r = i_data_store[15:12];
		  4 : seg_data_r = i_data_store[19:16];
		  5 : seg_data_r = i_data_store[23:20];
		  6 : seg_data_r = i_data_store[27:24];
		  7 : seg_data_r = i_data_store[31:28];
		endcase
	 reg [7:0] o_seg_r;
	 always @ (posedge clk, posedge reset)
	   if(reset)
		  o_seg_r <= 8'hff;
		else
		  case(seg_data_r)
		    4'h0 : o_seg_r <= 8'hC0;
          4'h1 : o_seg_r <= 8'hF9;
          4'h2 : o_seg_r <= 8'hA4;
          4'h3 : o_seg_r <= 8'hB0;
          4'h4 : o_seg_r <= 8'h99;
          4'h5 : o_seg_r <= 8'h92;
          4'h6 : o_seg_r <= 8'h82;
          4'h7 : o_seg_r <= 8'hF8;
          4'h8 : o_seg_r <= 8'h80;
          4'h9 : o_seg_r <= 8'h90;
          4'hA : o_seg_r <= 8'h88;
          4'hB : o_seg_r <= 8'h83;
          4'hC : o_seg_r <= 8'hC6;
          4'hD : o_seg_r <= 8'hA1;
          4'hE : o_seg_r <= 8'h86;
          4'hF : o_seg_r <= 8'h8E;
		  endcase
	 assign o_sel = o_sel_r;
	 assign o_seg = o_seg_r;
endmodule

===== flow/run.sh =====
#!/bin/bash
# OpenROAD 26Q1-2900-gdf79404cd8, Yosys 0.63+post, stock flow scripts
make -C /OpenROAD-flow-scripts/flow DESIGN_CONFIG=/design/flow/config.mk WORK_HOME=/design/flow/orfs finish

===== flow/config.mk =====
export PLATFORM = sky130hd
export DESIGN_NAME = seg7x16
export DESIGN_NICKNAME = seg7x16
export VERILOG_FILES = /design/flow/design.v
export SDC_FILE = /design/flow/constraint.sdc
export NUM_CORES = 4
export LEC_CHECK = 1
export CORE_UTILIZATION = 50

===== flow/constraint.sdc =====
current_design seg7x16

set clk_period 2.6
set clk_io_pct 0.2

create_clock -name clk0 -period $clk_period [get_ports {clk}]

set non_clock_inputs [all_inputs -no_clocks]
set_input_delay [expr $clk_period * $clk_io_pct] -clock clk0 $non_clock_inputs
set_output_delay [expr $clk_period * $clk_io_pct] -clock clk0 [all_outputs]

==> reports/results.txt <==
die height -> 75.4 microns
max-slew violations -> 0
# DRC -> 0
Main synth FF type -> dfrtp_1
yosys stat area -> 2690 sq um
worst hold path type -> reg2reg
ys async rst share -> 100%
Critical Path End Type -> flip-flop
FP Util -> 52.3%
Horiz. Die Dim -> 75.4 microns
tool warnings -> 30
register pins left without a clock -> 3
I/O pins -> 51
1st-iter DRT viols -> 63
Reg power frac -> 57.7%
Syn Inst Count -> 215
EDFF count, synth -> 0
htree depth -> 2
commonest non-fill, non-tap cells in the layout -> dfrtp_1 (50), clkdlybuf4s50_1 (49), mux2_2 (33)
post-route antenna net violation count -> 0
leakage -> 0.00136 uW
total negative slack -> 0 ps
Switching Fraction -> 23.3%
largest net degree at the start of global routing -> 58
DR vias -> 1,729
ys cells -> 215
worst rel slew slack -> 64.5%
RSZ-0062 raised after global routing -> false
first-pass GRT wire length -> 7730 microns
# diodes -> 0
Final Non-Filler Cells -> 332
final setup fails -> 0
CTS tree -> yes
VDD IR max -> 0.000277 V
routability cong. -> 0.822
max-cap violations -> 0
initial antenna violation count -> 0
drt total wl -> 4630 microns
synthesis warning total -> 1
Core Area -> 5140 sq um
chip area -> 5680 sq um
dpl hpwl -> 3280 microns
layout cell share with drive strength beyond 1 -> 22.9%
clock buffer depth -> 2
final setup margin -> 426 ps
clock share of power -> 27.2%
Worst-path clk slew -> 100 ps
synthesis-stage register bit count -> 57
Mapped Area -> 2690 sq um
Gate power share -> 15.1%
TritonCTS buffer count -> 5
post-cts sizing count -> 0
endpoints failing hold -> 0
clock latency on the worst-skew pair -> 300 ps
Final Skew -> 8.70 ps
Worst Path Class, Setup -> reg2reg
Cell Type Count -> 47
number of global-route vias before repair -> 1,582
Layout area overhead -> 23.3%
num rows -> 26
CTS root buffer -> clkbuf_8
crit path DRT -> 2820 ps
Net Switching -> 384 uW
DRT Pass-1 Iters -> 4
final global-route overflow total -> 0
most common logic cell in the routed design -> dfrtp_1
Cells after DPL -> 325
Syn Area/Cell -> 12.5 sq um
Crit Path Max Fanout -> 8
final core occ -> 64.6%
Peak Freq -> 460 MHz
DP Worst Slack -> 452 ps
GRT Util Overall -> 18.8%
endpoints left unconstrained -> 11
register share after synthesis -> 53.3%
worst path arrival time -> 2400 ps
design area -> 3320 sq um
number of post-CTS setup repair buffers -> 0
part of the cycle the worst path needs -> 83.6%
drt wl/cell -> 13.9 microns
Port Buf Inserts -> 49
internal power -> 1260 uW
crit start category -> flip-flop
Slew @ Worst Pin -> 532 ps
# hold bufs at CTS -> 0
Min Clock Period, post-route -> 2170 ps
Pwr Density -> 496 nW/um^2
placed cell area -> 3230 sq um
status -> complete, no violations
vias per cell -> 5.21
==> path summary, 6_finish.rpt <==
path | startpoint | to | slack, ps | cells past startpoint
hold reg to reg | cnt[11]$_DFF_PP0_ | cnt[11]$_DFF_PP0_ | 470 | 1
max in group asynchronous | reset | o_seg_r[0]$_DFFE_PP1P_ | 1730 | 3
setup / recovery | i_data_store[21]$_DFFE_PP0P_ | o_seg_r[0]$_DFFE_PP1P_ | 430 | 5
hold / removal | cnt[11]$_DFF_PP0_ | cnt[11]$_DFF_PP0_ | 470 | 1
min in group asynchronous | reset | i_data_store[11]$_DFFE_PP0P_ | 590 | 3
setup reg to reg | i_data_store[21]$_DFFE_PP0P_ | o_seg_r[0]$_DFFE_PP1P_ | 430 | 5
==> critical path: stages, from the launching register on <==
cell	delay, ps
dfrtp_1	380
mux2_2	260
a221oi_1	480
a31oi_2	290
or4b_1	580
o211ai_1	110
==> final cells by class <==
type	count	area (sq um)
clock buffers	5	68.8
clock inverters	2	15.0
fillers	421	1820
inverters	11	41.3
multi-input cells	135	1140
flip-flops and latches	57	1440
well taps	70	87.6
repair buffers	52	526
==> synth_stat cells, types with 2 or more instances <==
master	n	area (sq um)
a221o_1	2	20.0
a22o_1	5	43.8
a22oi_1	2	15.0
a31o_2	2	17.5
a31oi_1	2	12.5
a31oi_2	2	25.0
buf_2	4	20.0
buf_6	2	22.5
clkbuf_1	5	18.8
dfrtp_1	50	1250
dfstp_2	7	184
ha_1	7	87.6
inv_1	11	41.3
mux2_2	33	372
nand2_1	13	48.8
nand3_1	9	45.0
nand4_1	4	25.0
nor2_1	4	15.0
nor3_1	4	20.0
o211ai_1	2	15.0
o21ai_0	3	15.0
o22ai_1	2	12.5
or4b_1	3	30.0
xnor2_1	11	96.3
xor2_1	4	35.0
==> flip-flops by register name, summed over array words and instances (netlist names) <==
register,count
seg7_addr,3
cnt,15
o_seg_r,7
i_data_store,32
==> cell families after synthesis <==
kind of cell / synth area share [%]
muxes: 14.2
AOI/OAI and AO/OA: 9.63
adders and majority gates: 3.63
other: 0.139
DFF: 53.3
and+or+nand+nor: 10.1
buffers and inverters: 4.09
xor gates and xnor gates: 4.88
==> power by group through the flow <==
stage / logic, uW / clock network (uW) / registers, uW
finish: 248 / 448 / 949
CTS: 252 / 463 / 950
global route: 276 / 498 / 959
==> per-stage QoR <==
step	hold slack, ps	total power [uW]
detailed placement	455	1220
global placement	453	1210
floorplan	434	1100
global route	482	1730
CTS	472	1670
finish	469	1650
==> routing by layer <==
metal	part of all wire [%]	track usage (%)
met5	0	0
met3	3.3	2.82
met4	0.97	2.06
met1	50	33.9
met2	45	26.5
No activity file was given, so power comes from the tool's default toggle rates.
